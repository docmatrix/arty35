`./design.v`:
```
module top(
    input CLK100MHZ,
    output [3:0] jd,
    output [3:0] led,
    input [3:0] sw
    );
parameter clkspeed = 100000000;
reg speaker;
reg [11:0] clkdivider;
reg [11:0] counter_note;
reg [7:0] counter_octave;
reg [33:0] tone;
always @(posedge CLK100MHZ) tone <= tone+1;
wire [7:0] swnote;
wire [7:0] rudolphnote;
sw_ROM swROM(.clk(CLK100MHZ), .address(tone[29:23]), .note(swnote));
rudolph_ROM rudolphROM(.clk(CLK100MHZ), .address(tone[31:24]), .note(rudolphnote));
reg [7:0] fullnote;
always @(posedge CLK100MHZ)
  if(sw[1])
    fullnote <= swnote;
  else
    fullnote <= rudolphnote;
wire [2:0] octave;
wire [3:0] note;
divide_by12 divby12(.numer(fullnote[5:0]), .quotient(octave), .remain(note));
always @(note)
case(note)
  0: clkdivider = clkspeed / 512 / 110 - 1;  
  1: clkdivider = clkspeed / 512 / 117 - 1;  
  2: clkdivider = clkspeed / 512 / 123 - 1;  
  3: clkdivider = clkspeed / 512 / 131 - 1;  
  4: clkdivider = clkspeed / 512 / 139 - 1;  
  5: clkdivider = clkspeed / 512 / 147 - 1;  
  6: clkdivider = clkspeed / 512 / 156 - 1;  
  7: clkdivider = clkspeed / 512 / 165 - 1;  
  8: clkdivider = clkspeed / 512 / 175 - 1;  
  9: clkdivider = clkspeed / 512 / 185 - 1;  
  10: clkdivider = clkspeed / 512 / 196 - 1;  
  11: clkdivider = clkspeed / 512 / 208 - 1;  
	default: clkdivider = 8'd0;  
endcase
always @(posedge CLK100MHZ)
  if(counter_note==0)
    counter_note <= clkdivider;
  else
    counter_note <= counter_note-1;
always @(posedge CLK100MHZ)
if(counter_note==0)
  begin
    if(counter_octave==0)
      counter_octave <= (octave==0?255:octave==1?127:octave==2?63:octave==3?31:octave==4?15:7);
    else
      counter_octave <= counter_octave-1;
  end
always @(posedge CLK100MHZ) if(counter_note==0 && counter_octave==0 && fullnote != 0) speaker <= ~speaker;
assign jd[0] = speaker & (tone[6:0] == 0);
assign jd[1] = ~sw[0];
assign jd[3] = sw[3];
assign led[0] = speaker;    
assign led[1] = jd[0];      
assign led[3] = sw[3];      
endmodule
module divide_by12(numer, quotient, remain);
input [5:0] numer;
output [2:0] quotient;
output [3:0] remain;
reg [2:0] quotient;
reg [3:0] remain_bit3_bit2;
assign remain = {remain_bit3_bit2, numer[1:0]};  
always @(numer[5:2])  
case(numer[5:2])
   0: begin quotient=0; remain_bit3_bit2=0; end
   1: begin quotient=0; remain_bit3_bit2=1; end
   2: begin quotient=0; remain_bit3_bit2=2; end
   3: begin quotient=1; remain_bit3_bit2=0; end
   4: begin quotient=1; remain_bit3_bit2=1; end
   5: begin quotient=1; remain_bit3_bit2=2; end
   6: begin quotient=2; remain_bit3_bit2=0; end
   7: begin quotient=2; remain_bit3_bit2=1; end
   8: begin quotient=2; remain_bit3_bit2=2; end
   9: begin quotient=3; remain_bit3_bit2=0; end
 10: begin quotient=3; remain_bit3_bit2=1; end
 11: begin quotient=3; remain_bit3_bit2=2; end
 12: begin quotient=4; remain_bit3_bit2=0; end
 13: begin quotient=4; remain_bit3_bit2=1; end
 14: begin quotient=4; remain_bit3_bit2=2; end
 15: begin quotient=5; remain_bit3_bit2=0; end
endcase
endmodule
module sw_ROM(
	input clk,
	input [7:0] address,
	output reg [7:0] note
);
always @(posedge clk)
case(address)
	  0: note<= 8'd29;
	  1: note<= 8'd0;
	  2: note<= 8'd29;
	  3: note<= 8'd0;
	  4: note<= 8'd29;
	  5: note<= 8'd0;
	  6: note<= 8'd34;
	  7: note<= 8'd34;
	  8: note<= 8'd34;
	  9: note<= 8'd34;
	 10: note<= 8'd34;
	 11: note<= 8'd34;
	 12: note<= 8'd34;
	 13: note<= 8'd34;
	 14: note<= 8'd41;
	 15: note<= 8'd41;
	 16: note<= 8'd41;
	 17: note<= 8'd41;
	 18: note<= 8'd41;
	 19: note<= 8'd41;
	 20: note<= 8'd41;
	 21: note<= 8'd41;
	 22: note<= 8'd39;
	 23: note<= 8'd39;
	 24: note<= 8'd38;
	 25: note<= 8'd38;
	 26: note<= 8'd36;
	 27: note<= 8'd36;
	 28: note<= 8'd46;
	 29: note<= 8'd46;
	 30: note<= 8'd46;
	 31: note<= 8'd46;
	 32: note<= 8'd46;
	 33: note<= 8'd46;
	 34: note<= 8'd46;
	 35: note<= 8'd46;
	 36: note<= 8'd41;
	 37: note<= 8'd41;
	 38: note<= 8'd41;
	 39: note<= 8'd41;
	 40: note<= 8'd41;
	 41: note<= 8'd41;
	 42: note<= 8'd41;
	 43: note<= 8'd41;
	 44: note<= 8'd39;
	 45: note<= 8'd39;
	 46: note<= 8'd38;
	 47: note<= 8'd38;
	 48: note<= 8'd36;
	 49: note<= 8'd36;
	 50: note<= 8'd46;
	 51: note<= 8'd46;
	 52: note<= 8'd46;
	 53: note<= 8'd46;
	 54: note<= 8'd46;
	 55: note<= 8'd46;
	 56: note<= 8'd46;
	 57: note<= 8'd46;
	 58: note<= 8'd41;
	 59: note<= 8'd41;
	 60: note<= 8'd41;
	 61: note<= 8'd41;
	 62: note<= 8'd41;
	 63: note<= 8'd41;
	 64: note<= 8'd41;
	 65: note<= 8'd41;
	 66: note<= 8'd39;
	 67: note<= 8'd39;
	 68: note<= 8'd38;
	 69: note<= 8'd38;
	 70: note<= 8'd39;
	 71: note<= 8'd39;
	 72: note<= 8'd36;
	 73: note<= 8'd36;
	 74: note<= 8'd36;
	 75: note<= 8'd36;
	 76: note<= 8'd36;
	 77: note<= 8'd36;
	 78: note<= 8'd36;
	 79: note<= 8'd36;
	 80: note<= 8'd36;
	 81: note<= 8'd36;
	 82: note<= 8'd36;
	 83: note<= 8'd36;
	default: note <= 8'd0;
endcase
endmodule
module rudolph_ROM(
	input clk,
	input [7:0] address,
	output reg [7:0] note
);
always @(posedge clk)
case(address)
	  0: note<= 8'd25;
	  1: note<= 8'd27;
	  2: note<= 8'd27;
	  3: note<= 8'd25;
	  4: note<= 8'd22;
	  5: note<= 8'd22;
	  6: note<= 8'd30;
	  7: note<= 8'd30;
	  8: note<= 8'd27;
	  9: note<= 8'd27;
	 10: note<= 8'd25;
	 11: note<= 8'd25;
	 12: note<= 8'd25;
	 13: note<= 8'd25;
	 14: note<= 8'd25;
	 15: note<= 8'd25;
	 16: note<= 8'd25;
	 17: note<= 8'd27;
	 18: note<= 8'd25;
	 19: note<= 8'd27;
	 20: note<= 8'd25;
	 21: note<= 8'd25;
	 22: note<= 8'd30;
	 23: note<= 8'd30;
	 24: note<= 8'd29;
	 25: note<= 8'd29;
	 26: note<= 8'd29;
	 27: note<= 8'd29;
	 28: note<= 8'd29;
	 29: note<= 8'd29;
	 30: note<= 8'd29;
	 31: note<= 8'd29;
	 32: note<= 8'd23;
	 33: note<= 8'd25;
	 34: note<= 8'd25;
	 35: note<= 8'd23;
	 36: note<= 8'd20;
	 37: note<= 8'd20;
	 38: note<= 8'd29;
	 39: note<= 8'd29;
	 40: note<= 8'd27;
	 41: note<= 8'd27;
	 42: note<= 8'd25;
	 43: note<= 8'd25;
	 44: note<= 8'd25;
	 45: note<= 8'd25;
	 46: note<= 8'd25;
	 47: note<= 8'd25;
	 48: note<= 8'd25;
	 49: note<= 8'd27;
	 50: note<= 8'd25;
	 51: note<= 8'd27;
	 52: note<= 8'd25;
	 53: note<= 8'd25;
	 54: note<= 8'd27;
	 55: note<= 8'd27;
	 56: note<= 8'd22;
	 57: note<= 8'd22;
	 58: note<= 8'd22;
	 59: note<= 8'd22;
	 60: note<= 8'd22;
	 61: note<= 8'd22;
	 62: note<= 8'd22;
	 63: note<= 8'd22;
	 64: note<= 8'd25;
	 65: note<= 8'd27;
	 66: note<= 8'd27;
	 67: note<= 8'd25;
	 68: note<= 8'd22;
	 69: note<= 8'd22;
	 70: note<= 8'd30;
	 71: note<= 8'd30;
	 72: note<= 8'd27;
	 73: note<= 8'd27;
	 74: note<= 8'd25;
	 75: note<= 8'd25;
	 76: note<= 8'd25;
	 77: note<= 8'd25;
	 78: note<= 8'd25;
	 79: note<= 8'd25;
	 80: note<= 8'd25;
	 81: note<= 8'd27;
	 82: note<= 8'd25;
	 83: note<= 8'd27;
	 84: note<= 8'd25;
	 85: note<= 8'd25;
	 86: note<= 8'd30;
	 87: note<= 8'd30;
	 88: note<= 8'd29;
	 89: note<= 8'd29;
	 90: note<= 8'd29;
	 91: note<= 8'd29;
	 92: note<= 8'd29;
	 93: note<= 8'd29;
	 94: note<= 8'd29;
	 95: note<= 8'd29;
	 96: note<= 8'd23;
	 97: note<= 8'd25;
	 98: note<= 8'd25;
	 99: note<= 8'd23;
	100: note<= 8'd20;
	101: note<= 8'd20;
	102: note<= 8'd29;
	103: note<= 8'd29;
	104: note<= 8'd27;
	105: note<= 8'd27;
	106: note<= 8'd25;
	107: note<= 8'd25;
	108: note<= 8'd25;
	109: note<= 8'd25;
	110: note<= 8'd25;
	111: note<= 8'd25;
	112: note<= 8'd25;
	113: note<= 8'd27;
	114: note<= 8'd25;
	115: note<= 8'd27;
	116: note<= 8'd25;
	117: note<= 8'd25;
	118: note<= 8'd32;
	119: note<= 8'd32;
	120: note<= 8'd30;
	121: note<= 8'd30;
	122: note<= 8'd30;
	123: note<= 8'd30;
	124: note<= 8'd30;
	125: note<= 8'd30;
	126: note<= 8'd30;
	127: note<= 8'd30;
	128: note<= 8'd27;
	129: note<= 8'd27;
	130: note<= 8'd27;
	131: note<= 8'd27;
	132: note<= 8'd30;
	133: note<= 8'd30;
	134: note<= 8'd30;
	135: note<= 8'd27;
	136: note<= 8'd25;
	137: note<= 8'd25;
	138: note<= 8'd22;
	139: note<= 8'd22;
	140: note<= 8'd25;
	141: note<= 8'd25;
	142: note<= 8'd25;
	143: note<= 8'd25;
	144: note<= 8'd23;
	145: note<= 8'd23;
	146: note<= 8'd27;
	147: note<= 8'd27;
	148: note<= 8'd25;
	149: note<= 8'd25;
	150: note<= 8'd23;
	151: note<= 8'd23;
	152: note<= 8'd22;
	153: note<= 8'd22;
	154: note<= 8'd22;
	155: note<= 8'd22;
	156: note<= 8'd22;
	157: note<= 8'd22;
	158: note<= 8'd22;
	159: note<= 8'd22;
	160: note<= 8'd20;
	161: note<= 8'd20;
	162: note<= 8'd22;
	163: note<= 8'd22;
	164: note<= 8'd25;
	165: note<= 8'd25;
	166: note<= 8'd27;
	167: note<= 8'd27;
	168: note<= 8'd29;
	169: note<= 8'd29;
	170: note<= 8'd29;
	171: note<= 8'd29;
	172: note<= 8'd29;
	173: note<= 8'd29;
	174: note<= 8'd29;
	175: note<= 8'd29;
	176: note<= 8'd30;
	177: note<= 8'd30;
	178: note<= 8'd30;
	179: note<= 8'd30;
	180: note<= 8'd29;
	181: note<= 8'd29;
	182: note<= 8'd27;
	183: note<= 8'd27;
	184: note<= 8'd25;
	185: note<= 8'd25;
	186: note<= 8'd23;
	187: note<= 8'd20;
	188: note<= 8'd20;
	189: note<= 8'd20;
	190: note<= 8'd20;
	191: note<= 8'd20;
	192: note<= 8'd25;
	193: note<= 8'd27;
	194: note<= 8'd27;
	195: note<= 8'd25;
	196: note<= 8'd22;
	197: note<= 8'd22;
	198: note<= 8'd30;
	199: note<= 8'd30;
	200: note<= 8'd27;
	201: note<= 8'd27;
	202: note<= 8'd25;
	203: note<= 8'd25;
	204: note<= 8'd25;
	205: note<= 8'd25;
	206: note<= 8'd25;
	207: note<= 8'd25;
	208: note<= 8'd25;
	209: note<= 8'd27;
	210: note<= 8'd25;
	211: note<= 8'd27;
	212: note<= 8'd25;
	213: note<= 8'd25;
	214: note<= 8'd30;
	215: note<= 8'd30;
	216: note<= 8'd29;
	217: note<= 8'd29;
	218: note<= 8'd29;
	219: note<= 8'd29;
	220: note<= 8'd29;
	221: note<= 8'd29;
	222: note<= 8'd29;
	223: note<= 8'd29;
	224: note<= 8'd23;
	225: note<= 8'd25;
	226: note<= 8'd25;
	227: note<= 8'd23;
	228: note<= 8'd20;
	229: note<= 8'd20;
	230: note<= 8'd29;
	231: note<= 8'd29;
	232: note<= 8'd27;
	233: note<= 8'd27;
	234: note<= 8'd25;
	235: note<= 8'd25;
	236: note<= 8'd25;
	237: note<= 8'd25;
	238: note<= 8'd25;
	239: note<= 8'd25;
	240: note<= 8'd25;
	241: note<= 8'd0;
	242: note<= 8'd00;
	default: note <= 8'd0;
endcase
endmodule
```
`./run.sh`:
```
#!/bin/bash
# OpenROAD 26Q1-2900-gdf79404cd8, Yosys 0.63+post, stock flow scripts
make -C /OpenROAD-flow-scripts/flow DESIGN_CONFIG=/design/flow/config.mk WORK_HOME=/design/flow/orfs finish
```
`./config.mk`:
```
export PLATFORM = sky130hd
export DESIGN_NAME = top
export DESIGN_NICKNAME = top
export VERILOG_FILES = /design/flow/design.v
export SDC_FILE = /design/flow/constraint.sdc
export NUM_CORES = 4
export LEC_CHECK = 1
export CORE_UTILIZATION = 30
```
`./constraint.sdc`:
```
current_design top

set clk_period 4.1
set clk_io_pct 0.2

create_clock -name clk0 -period $clk_period [get_ports {CLK100MHZ}]

set non_clock_inputs [all_inputs -no_clocks]
set_input_delay [expr $clk_period * $clk_io_pct] -clock clk0 $non_clock_inputs
set_output_delay [expr $clk_period * $clk_io_pct] -clock clk0 [all_outputs]
```
==> qor.txt <==
achievable clock frequency: 396.6 MHz
critical path type: input pin to output port
async set or reset register ratio after synthesis: 0%
top cells, area: dfxtp_1, ha_1, edfxtp_1
reg2reg path depth: 3
R2R Path Start: counter_note[4]$_DFF_P_
Final Hold Fails: 0
YS warnings: 7
Fin Setup TNS: 0 ps
worst hold path type: register to register
CTS tree: done
Cell Type Count: 70
register share after synthesis: 36.65%
Max Cap Viol: 0
die height: 123.1 µm
Worst Tran Pin Value: 753.8 ps
max-slew violations: 0
Basic Gates by Area: 21.88%
crit path max fanout: 1
Yosys Chip Area: 4397 µm²
yosys aoi share: 15.42%
Avg WL per Cell: 13.32 µm
Hold-fix buffers, CTS: 0
postcts setup bufs: 0
row cnt: 43
hold path depth: 1
Slew headroom: 49.61%
CTS max path bufs: 2
top cells by count: dfxtp_1, nor2_1, ha_1, nand2_1, inv_1
Multi-input gate area: 2542 µm²
DIE WIDTH: 123.1 µm
Yosys top cell by instances: dfxtp_1
Pre-Place Util: 31.19%
RePlAce Congestion: 0.8620
CP required: 3280 ps
Synthesized registers: 76
initial antenna violation count: 0
fin crit share: 61.50%
Port-buffer cells: 6
cells after synthesis: 490
root buffer cell: clkbuf_16
outcome: complete, no violations
Min Hold Slack: 456.3 ps
first-pass GRT wire length: 15440 µm
area of the mapped netlist: 4397 µm²
cell taking the most area after synthesis: dfxtp_1
largest net degree at the start of global routing: 31
Final min period: 2521 ps
Post-route DRC: 0
Sequential Area: 1612 µm²
synthesis-to-layout area growth: 10.50%
DRT iter0 DRCs: 229
Syn Area/Cell: 8.973 µm²
clk ins delay skew pair: 330 ps
routed via count: 3442
TritonRoute pass-1 iters: 4
share of cells above drive strength 1: 8.008%
CTS resizes: 0
Total Routing Usage GR: 12.66%
gr ovfl total: 0
hold path endpoint: fullnote[0]$_DFF_P_
Post-synth EDFFs: 9
DR vias/cell: 5.160
Critical Path AT: 1700 ps
Worst-path clk slew: 50 ps
vias in the first global route: 3277
Ant. Diodes: 0
IO Count: 13
pwr/cell area: 314.2 nW/µm²
fillers: 1400
routed wire length: 8887 µm
# setup viols final: 0
Tool Warnings: 50
RSZ-0062 raised after global routing: no
LEAKAGE: 0.001812 µW
CP Launch Type: input pin
top_reg_cell synth: dfxtp_1
R2R Path End: counter_octave[6]$_DFFE_PP_
Routed Antenna Nets: 0
CTS Buf Count: 9
comb area leader: simple AND/OR/NAND/NOR gates
H-tree depth: 3
clock sinks: 76
core area: 14100 µm²
min-delay src: rudolphROM.note[0]$_DFF_P_
yosys xor share: 8.367%
Critical Path End Type: output port
cells in synth_stat.txt: 490
fa+ha+maj area frac: 9.106%
area share, top type: 30.51%
Mux area share: 2.874%
chip area: 15140 µm²
Final HPWL DP: 6057 µm
clock skew: 8.915 ps
Worst R2R Setup Slack: 1600 ps
worst vdd ir: 0.0002249 V
critical path, cell delays in order:
cell             delay [ps]
clkdlybuf4s50_1         390
inv_1                    50
clkdlybuf4s50_1         440
how the worst max path moves through the flow:
stage	startpoint	end	slack, ps	cells after the start
4_1_cts	sw[0]	jd[1]	1580	3
5_1_grt	counter_note[4]$_DFF_P_	counter_octave[6]$_DFFE_PP_	1380	3
6_report	sw[0]	jd[1]	1580	3
state kept, by name, indices dropped and copies added (netlist names):
register         count
fullnote             6
swROM.note           6
speaker              1
note                 2
rudolphROM.note      6
octave               3
tone                32
counter_note        12
counter_octave       8
layout make-up:
| cell class | count | area share, % |
|---|---|---|
| clock buffer | 11 | 4.996 |
| clock inverter | 4 | 1.004 |
| inverter | 30 | 2.318 |
| multi-input combinational | 358 | 52.33 |
| sequential | 76 | 33.17 |
| tap | 180 | 4.636 |
| timing repair buffer | 8 | 1.545 |
metrics by stage:
step | cell area (µm²) | utilization (%) | total power, µW | instances | worst slack [ps]
global placement | 4567 | 32.40 | 772.1 | 652 | 1480
floorplan | 4400 | - | 771.6 | 491 | 1983
detailed placement | 4567 | 32.40 | 772.0 | 652 | 1428
global route | 4858 | 34.47 | 1570 | 667 | 1378
finish | 4858 | 34.47 | 1526 | 667 | 1579
CTS | 4858 | 34.47 | 1543 | 667 | 1576
cells in the final DEF (no fill, tap or decap), types with 5 or more instances in the layout:
master | synthesis | routed
nand3_1 | 15 | 15
edfxtp_1 | 9 | 9
nor4_1 | 10 | 10
xor2_1 | 18 | 18
nor3_1 | 21 | 21
nand2_1 | 31 | 31
nor2b_1 | 6 | 6
xnor2_1 | 24 | 24
nand4_1 | 9 | 9
o21ai_0 | 16 | 16
nand2b_1 | 7 | 7
nor2_1 | 38 | 38
clkdlybuf4s50_1 | 0 | 6
mux2_2 | 5 | 5
a211oi_1 | 11 | 11
dfxtp_1 | 67 | 67
o211ai_1 | 5 | 5
ha_1 | 32 | 32
clkbuf_16 | 0 | 9
a21oi_1 | 20 | 20
inv_1 | 27 | 27
mux2i_1 | 7 | 7
a221oi_1 | 5 | 5
power breakdown:
group	internal (µW)	total [µW]	switching, µW
registers	751	751	0
logic	3.46	4.94	1.47
clock network	483	771	287
total	1240	1530	289
logic make-up (layout without fill, tap and decap cells):
kind of cell,count (synthesis),count (layout)
buffers and inverters,57,53
flip-flops,76,76
AND/OR/NAND/NOR,173,173
other,1,2
AND-OR/OR-AND,97,97
adder cells (fa/ha/maj),32,32
XOR/XNOR,42,42
multiplexers,12,12
metal layers:
metal | vias to the layer above | share of wire (%) | GRT usage [%]
met5 | - | 0 | 0
met4 | 0 | 0.45 | 1.732
met3 | 4 | 4.2 | 2.166
met2 | 83 | 45 | 19.91
met1 | 1605 | 50 | 18.91
li1 | 1750 | - | -
Power and IR drop assume default switching activity.
